==> ./design.v <==
module shift_in(
  input clk,            
  input action_pulse,   
  input action_clk,     
  output reg [31:0] data = 0,  
  input go,                  
  output read_load_clk,      
  output reg shift_clk = 0,  
  input serial_data_in,      
  output ready               
);
  reg [5:0] cycle_counter = 0;
  reg active = 0;
  wire start = ready && go;
  assign ready = cycle_counter == 0 && !active;
  assign read_load_clk = cycle_counter == 6'd1;
  wire stop = cycle_counter == 6'd34;
  always @(posedge clk) begin
    if (start) active <= 1;
    else if (stop) active <= 0;
  end
  always @(posedge clk) begin
    if (cycle_counter >= 2 && cycle_counter <= 33) shift_clk <= action_clk;
    else shift_clk <= 0;
  end
  always @(posedge clk) begin
    if (action_pulse) begin
      if (start) cycle_counter <= 1;
      else if (stop) cycle_counter <= 0;
      else if (active) cycle_counter <= cycle_counter + 1;
    end
  end
  always @(posedge clk) begin
    if (start && action_pulse) data[31:0] <= 0;
    else if (active && action_pulse) begin
      data[31:1] <= data[30:0];
      data[0] <= serial_data_in;
    end
  end
endmodule
==> ./run.sh <==
#!/bin/bash
# OpenROAD 26Q1-2900-gdf79404cd8, Yosys 0.63+post, stock flow scripts
make -C /OpenROAD-flow-scripts/flow DESIGN_CONFIG=/design/flow/config.mk WORK_HOME=/design/flow/orfs finish
==> ./config.mk <==
export PLATFORM = sky130hd
export DESIGN_NAME = shift_in
export DESIGN_NICKNAME = shift_in
export VERILOG_FILES = /design/flow/design.v
export SDC_FILE = /design/flow/constraint.sdc
export NUM_CORES = 4
export LEC_CHECK = 1
export CORE_UTILIZATION = 30
==> ./constraint.sdc <==
current_design shift_in

set clk_period 3.5
set clk_io_pct 0.2

create_clock -name clk0 -period $clk_period [get_ports {clk}]

set non_clock_inputs [all_inputs -no_clocks]
set_input_delay [expr $clk_period * $clk_io_pct] -clock clk0 $non_clock_inputs
set_output_delay [expr $clk_period * $clk_io_pct] -clock clk0 [all_outputs]
==> impl_report.txt <==
PHYSICAL IMPLEMENTATION REPORT
----------------------------------------------------
[Status]
  Run status ........................ finished, final reports clean

[Worst setup path]
  Biggest cell delay along the critical path ........................ around 560 ps
  Family with the most delay on the worst path ........................ simple AND/OR/NAND/NOR gates
  Master of the slowest instance on the critical path ........................ or3_1
  Critical path startpoint category ........................ flip-flop
  Critical Path Fanout Max ........................ 6
  Data required time of the worst path ........................ 2800 ps
  Setup Crit Path Kind ........................ flip-flop to primary output
  Sort of element at the end of the critical path ........................ primary output
  Data arrival time at the worst-slack endpoint ........................ roughly 2200 ps
  CP Buf/Inv Count ........................ 1
  Ordered cell list for the critical path ........................ or3_1, nor4b_1, clkdlybuf4s50_1

[Pwr]
  Total net switching power ........................ roughly 0.7 mW
  Final total power ........................ about 2.2 mW
  Part of the power in the clock network ........................ 17.2%
  Sw frac ........................ between 30% and 40%
  Power density over cell area ........................ 890 nW/um^2
  Combinational cell fraction of total power ........................ 40.1%
  Leakage dissipation ........................ about 0.9 nW
  Seq pwr share ........................ a little over two fifths
  Max VDD drop ........................ ~0.33 mV
  Cell-internal power ........................ 1.47 mW

[Global route]
  Antenna violations before repair ........................ 0
  Pin count of the biggest net entering global routing ........................ 37
  Vias in the first global route ........................ ~1.4k
  Overall routing resource usage ........................ around an eighth
  Global-route wire length before repair ........................ around 6.6 mm
  Overflow left after global routing ........................ 0

[Floorplan]
  IO Count ........................ ~40
  Die width ........................ around 81 um
  Fp_density ........................ about a third
  Overall die height ........................ between 80 and 90 um
  Standard-cell row count ........................ 28
  Chip area ........................ about 6600 um^2
  Placeable Area ........................ approximately 6000 um^2

[Finish]
  Commonest cells after routing, fill and taps aside ........................ clkdlybuf4s50_1, dfxtp_1, nand2_1, a21oi_1, nor2b_1
  Post-synthesis to final-layout area growth ........................ 27.7%
  Top logic cell by instance count in the layout ........................ clkdlybuf4s50_1
  Fraction of layout instances using a drive strength above 1 ........................ under 10%

[Logic synthesis]
  Number of flops mapped to enable cells by yosys ........................ 6
  Chip area from the yosys synthesis statistics ........................ approximately 1900 um^2
  Share of flip-flops with an asynchronous set or reset ........................ 0%
  Portion of the post-synthesis area used by sequential elements ........................ between 40% and 50%
  YS warnings ........................ 1
  Unique cell types ........................ 27
  Number of cells in Yosys stat ........................ between 200 and 250
  Synthesis-stage register bit count ........................ ~40
  Primary FF master, synth ........................ dfxtp_1
  Avg Synthesized Cell Area ........................ slightly below 9 um^2
  Mapped cell area ........................ between 1500 and 2000 um^2
  Post-synthesis cell count ........................ ~220

[Clock tree]
  Number of setup buffers added after CTS ........................ 0
  Maximum level of the CTS H-tree ........................ 2
  Post-CTS resize count ........................ 0
  Maximum buffer depth of the clock tree ........................ 2
  Cts bufs inserted ........................ 5
  Clock sink count ........................ 40
  Clock tree from TritonCTS ........................ built
  Post-CTS clock slew at the launch and capture registers of the worst setup and hold paths ........................ 80 ps
  Clock Latency Late Sink ........................ around 290 ps
  Quantity of hold-fixing buffers added after cts ........................ 0
  Root Buffer Master ........................ clkbuf_8

[Detailed routing]
  # DRC ........................ 0
  Antenna-violating nets left ........................ 0
  Post-detailed-route via-to-cell ratio ........................ between 4 and 5
  Number of DRC violations after detailed-routing iteration 0 ........................ between 80 and 90
  Routed WL per cell ........................ 12.3 um
  Wirelength, routed ........................ about 4.0 mm
  Number of vias after detailed routing ........................ 1538
  Number of diodes ........................ 0
  Number of iterations in the first detailed-routing pass ........................ 4

[Final timing]
  Skew final ........................ around 8.6 ps
  Setup total negative slack ........................ 0 ps
  Normalized max-slew margin ........................ between 60 and 70%
  Crit share post-route ........................ between 80% and 90%
  Count of endpoints failing setup in the final report ........................ 0
  Highest achievable clock rate ........................ between 300 and 400 MHz
  Worst Max-Slew Pin Slew ........................ 519 ps
  Min cycle time layout ........................ 2850 ps
  Total count of hold-check failures in the final report ........................ 0
  Final number of max-transition violations ........................ 0
  RSZ-0062 raised after global routing ........................ no

[Placement]
  Placer congestion estimate ........................ 0.812
  Final HPWL from detailed placement ........................ between 2 and 3 mm
  Number of buffer cells added on primary ports ........................ 39

[Job]
  Total number of warnings across the stage logs ........................ 29
  Count of maximum capacitance violations ........................ 0

[Hold path]
  Type of the tightest min-delay check ........................ flip-flop to flip-flop

----------------------------------------------------
[registers in the layout, summed over array words and instances, names as in the netlist]
signal	count
data	32
cycle_counter	6
active	1
shift_clk	1
[worst register-to-register path: stages, from the launching register on]
cell and delay [ps]:
edfxtp_1 460, or3_1 560, nor2_8 490, o31a_2 310
[kinds of logic after synthesis]
logic type | Yosys count | share of synthesized area [%]
adders and majority gates | 5 | 3.30
and+or+nand+nor | 78 | 23.2
xor gates and xnor gates | 3 | 1.39
buffers and inverters | 18 | 5.35
AOI/OAI and AO/OA | 72 | 21.3
DFF | 40 | 45.4
[path summary, 6_finish.rpt]
check	start	endpoint	slack [ps]	depth (start not counted)
worst max-delay path	cycle_counter[3]	ready	650	3
worst min-delay path	data[19]	data[19]	490	2
worst max register to register	cycle_counter[3]	cycle_counter[4]	1390	3
worst min register to register	data[19]	data[19]	490	2
[through the flow]
stage,hold slack [ps],instance area [um^2],worst slack (ps),utilization (%),cells
2_1_floorplan,437,1900,1660,-,216
3_5_place_dp,481,2310,942,38.6,318
5_1_grt,507,2420,501,40.4,326
3_3_place_gp,468,2310,972,38.6,318
6_report,485,2420,653,40.4,326
4_1_cts,492,2420,621,40.4,326
[routing by layer]
layer  vias up  GRT usage [%]  routed length [um]
met2        37           19.8                1730
met1       688           18.8                1990
met3         4           2.93                 224
li1        809              -                   -
met4         0           1.96                  50
met5         -              0                   0
[power groups by stage]
stage	Sequential, mW	Clock, mW	Combinational [mW]
CTS	0.921	0.377	0.882
global route	0.961	0.398	0.979
finish	0.919	0.370	0.864
[cells in the mapped netlist (2+ instances only)]
| master | number | share of area [%] |
|---|---|---|
| dfxtp_1 | 34 | 36 |
| a21oi_1 | 33 | 8.7 |
| nand2_1 | 33 | 6.5 |
| nor2b_1 | 32 | 11 |
| o21ai_0 | 23 | 6.1 |
| clkbuf_1 | 8 | 1.6 |
| o21ai_2 | 8 | 3.7 |
| edfxtp_1 | 6 | 9.5 |
| ha_1 | 5 | 3.3 |
| buf_6 | 4 | 2.4 |
| buf_2 | 3 | 0.79 |
| inv_1 | 3 | 0.59 |
| o21ai_1 | 3 | 0.79 |
| xnor2_1 | 3 | 1.4 |
| nand3_1 | 2 | 0.53 |
| nor3_1 | 2 | 0.53 |
| nor3b_1 | 2 | 0.79 |
| o22ai_1 | 2 | 0.66 |
| or3_1 | 2 | 0.66 |
[cell type report]
class,count,area [um^2]
Timing Repair Buffer,42,413
Clock buffer,6,72.6
Tap cell,75,93.8
Sequential cell,40,861
Multi-Input combinational cell,158,933
Fill cell,587,3570
Clock inverter,2,35.0
Inverter,3,11.3
Power is estimated from default activity; no workload was simulated.
