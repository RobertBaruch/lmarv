<file path="design/flow/run.sh">
#!/bin/bash
# OpenROAD 26Q1-2900-gdf79404cd8, Yosys 0.63+post, stock flow scripts
make -C /OpenROAD-flow-scripts/flow DESIGN_CONFIG=/design/flow/config.mk WORK_HOME=/design/flow/orfs finish
</file>
<file path="design/flow/config.mk">
export PLATFORM = sky130hd
export DESIGN_NAME = shift_out
export DESIGN_NICKNAME = shift_out
export VERILOG_FILES = /design/flow/design.v
export SDC_FILE = /design/flow/constraint.sdc
export NUM_CORES = 4
export LEC_CHECK = 1
export CORE_UTILIZATION = 40
</file>
<file path="design/flow/constraint.sdc">
current_design shift_out

set clk_period 4.3
set clk_io_pct 0.2

create_clock -name clk0 -period $clk_period [get_ports {clk}]

set non_clock_inputs [all_inputs -no_clocks]
set_input_delay [expr $clk_period * $clk_io_pct] -clock clk0 $non_clock_inputs
set_output_delay [expr $clk_period * $clk_io_pct] -clock clk0 [all_outputs]
</file>
<file path="design/flow/design.v">
module shift_out(
  input clk,            
  input action_pulse,   
  input action_clk,     
  input load_data_clk,       
  input [31:0] load_data,    
  input go,                  
  output write_load_clk,     
  output reg shift_clk = 0,  
  output serial_data_out,    
  output ready               
);
  reg [32:0] data = 0;
  reg [5:0] cycle_counter = 0;
  reg active = 0;
  assign serial_data_out = data[32];
  wire start = ready && go;
  assign ready = cycle_counter == 0 && !active;
  assign write_load_clk = cycle_counter == 6'd33;
  wire stop = cycle_counter == 6'd34;
  always @(posedge clk) begin
    if (start) active <= 1;
    else if (stop) active <= 0;
  end
  always @(posedge clk) begin
    if (cycle_counter >= 1 && cycle_counter <= 32) shift_clk <= action_clk;
    else shift_clk <= 0;
  end
  always @(posedge clk) begin
    if (action_pulse) begin
      if (start) cycle_counter <= 1;
      else if (stop) cycle_counter <= 0;
      else if (active) cycle_counter <= cycle_counter + 1;
    end
  end
  always @(posedge clk) begin
    if (ready && !go && load_data_clk) begin
      data[31:0] <= load_data[31:0];
      data[32] <= 0;
    end else if (active && action_pulse) begin
      data[32:1] <= data[31:0];
      data[0] <= 0;
    end
  end
endmodule
</file>
==> impl_metrics.toml <==
# generated from flow reports
[placed_design]
gp_congestion = 0.8303
hpwl_um = 1945
port_buffers = 40
dpl_worst_slack_ps = 1246

[power_and_ir_drop]
p_seq_frac = 0.567
p_int_uw = 841.3
cellPowerDensity_nw_per_um2 = 441.3
vdd_drop_max_mv = 0.2001
p_clk_frac = 0.203
p_switching_uw = 280.2
power.leakage_nw = 1.028
swShare = 0.2498
p_comb_frac = 0.231

[cells_and_area]
final_layout_size_suffix_gt1_frac = 0.2470
final_common_cell = "clkdlybuf4s50_1"
syn_to_final_growth_pct = 26.62
layout_top_cells = "clkdlybuf4s50_1 (40), edfxtp_1 (38), mux2_4 (27), inv_1 (6), nand2_1 (6)"
n_fill_cell = 390

[setup_path]
rr_startpoint = "cycle_counter[0]"
worstPathRequired_ps = 3440
critical_path.cell_chain = "inv_1, ha_1, nor3b_2, and2_1, clkdlybuf4s50_1"
setup.worst_path.start = "cycle_counter[0]"
worst_path_largest_cell_delay_ps = 490
cp_top_family = "buffers and inverters"
crit_arrival_ps = 2050
end_kind = "output pin"
slowest_stage = "edfxtp_1"
cp-start-kind = "flop"
crit_path_max_fanout = 6
crit_buf_inv = 2
critPathKind = "reg2out"

[routing]
ant_nets = 0
wl_um = 3089
firstDrtPassIters = 2
drtIter0Drc = 61
wire_per_inst_um = 13.26
diodes = 0
vias = 1096
via_per_inst = 4.704
drcViolationCount = 0

[floorplan]
fp_util = 0.4193
num_rows = 25
die_w_um = 72.83
die_h_um = 72.83
chip_area_um2 = 5304
io_pins = 41
core_um2 = 4786

[global_route]
grt.overflow.total = 0
grt_max_degree = 35
met1_usage = 0.2736
grt_pass1_vias = 1040
grt_pass1_wl_um = 5223
grt_util_met2 = 0.1547
grtUsageMet3 = 0.05042
busiest_layer = "met1"
grt_usage = 0.1385
antenna_found_initial = 0

[min_path]
worstHoldStart = "data[32]"
hp-class = "reg2reg"

[sta]
maxSlewViolCount = 0
finalClockPeriodUsage = 0.6770
slew_headroom = 0.4646
setup_slack_ps = 1389
hold_violations = 0
fin_crit_ps = 2911
worst_pin_slew_ps = 801.9
setup_viol = 0
rsz0062_at_grt = "false"
max_freq_ghz = 0.3435
clock_skew_ps = 2.164
timing.setup.tns_ps = 0

[logic_synthesis]
ys_ff = 41
top_area_cell = "edfxtp_1"
ys_cells = 121
synthDominantCellAreaShare = 0.5686
yosysUniqueCellTypes = 25
synthTopCellsByArea = "edfxtp_1 (57%), mux2_4 (20%), dfxtp_1 (3.0%)"
synth_seq_share = 0.5985
synth-warning-count = 1
synth-area-yosys_um2 = 2007
synthCells = 121
syn_area_um2 = 2007
syn_avg_cell_area_um2 = 16.59

[clocking]
clk_latency_ps = 290
tritoncts = "done"
clk_path_buf_depth = 2
cts_setup_buffers = 0
htreeDepth = 2
cts.sinks = 41
clk_pin_slew_ps = 70
numCtsBuffers = 5
clock-root-buffer = "clkbuf_8"
cts-resized-gates = 0
hold_buffers = 0

[run_status]
status = "finished clean"

[job]
tool_warnings = 28
drv_cap = 0
power groups by stage:
stage	clock [mW]	sequential, mW	combinational [mW]
after CTS	0.236	0.635	0.262
after global routing	0.255	0.649	0.291
final	0.227	0.636	0.259
flip-flops by register name, summed over array words and instances, names as in the netlist:
name           cells
shift_clk          1
data              33
cycle_counter      6
active             1
synth_stat cells:
cell,count
a21boi_0,1
a21oi_1,2
and2_1,1
and3_1,1
buf_6,3
dfxtp_1,3
edfxtp_1,38
ha_1,4
inv_1,6
mux2_2,4
mux2_4,27
nand2_1,6
nand3_1,5
nand4b_4,1
nor2_1,4
nor3_4,1
nor3b_2,1
o21a_1,1
o21ai_0,3
o22ai_2,1
o41ai_1,1
or3_1,2
or4b_1,1
or4bb_1,1
xnor2_1,3
worst register-to-register path: cells and delay by family (launching register included):
kind / cells / cell delay (ps)
simple gates: 3 / 1220
buf+inv: 2 / 520
flops: 1 / 490
fa+ha+maj: 1 / 210
logic make-up (layout without fill, tap and decap cells):
logic type / Yosys count / count (layout) / synth area share
AND-OR/OR-AND: 9 / 9 / 0.03055
XOR/XNOR: 3 / 3 / 0.01309
multiplexers: 31 / 31 / 0.2244
AND/OR/NAND/NOR: 24 / 24 / 0.08042
buffers and inverters: 9 / 54 / 0.02805
adder cells (fa/ha/maj): 4 / 4 / 0.02494
flip-flops: 41 / 41 / 0.5985
metrics by stage:
| stage | cell area [µm²] | hold slack, ps | utilization | total power [mW] | cells |
|---|---|---|---|---|---|
| 2_1_floorplan | 2007 | 428.8 | - | 0.8062 | 121 |
| 3_3_place_gp | 2465 | 477.6 | 0.5150 | 0.8967 | 226 |
| 3_5_place_dp | 2465 | 487.0 | 0.5150 | 0.9012 | 226 |
| 4_1_cts | 2541 | 499.2 | 0.5310 | 1.133 | 233 |
| 5_1_grt | 2541 | 530.1 | 0.5310 | 1.195 | 233 |
| 6_report | 2541 | 497.8 | 0.5310 | 1.121 | 233 |
routing by layer:
| metal | vias up | share of wire | wire, µm |
|---|---|---|---|
| met4 | 0 | 0.019 | 59 |
| met5 | - | 0 | 0 |
| met1 | 509 | 0.53 | 1626 |
| met2 | 39 | 0.37 | 1149 |
| met3 | 6 | 0.082 | 254 |
| li1 | 542 | - | - |
final timing paths:
path | endpoint | slack, ps | cells after the start
setup / recovery | ready | 1390 | 5
hold / removal | data[32] | 500 | 2
setup reg to reg | data[20] | 1510 | 6
hold reg to reg | data[32] | 500 | 2
cell type report:
type	count	area [µm²]	area share
Clock buffer	6	72.57	0.02856
Inverter	6	22.52	0.008863
Sequential cell	41	1201	0.4727
Timing Repair Buffer	41	407.9	0.1605
Tap cell	67	83.83	0.03299
Clock inverter	1	3.754	0.001477
Multi-Input combinational cell	71	749.5	0.2949
Power is estimated from default activity; no workload was simulated.
