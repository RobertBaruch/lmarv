`./constraint.sdc`:
```
current_design shifter

set clk_period 6.6
set clk_io_pct 0.2

create_clock -name clk0 -period $clk_period [get_ports {CLK}]

set non_clock_inputs [all_inputs -no_clocks]
set_input_delay [expr $clk_period * $clk_io_pct] -clock clk0 $non_clock_inputs
set_output_delay [expr $clk_period * $clk_io_pct] -clock clk0 [all_outputs]
```
`./config.mk`:
```
export PLATFORM = sky130hd
export DESIGN_NAME = shifter
export DESIGN_NICKNAME = shifter
export VERILOG_FILES = /design/flow/design.v
export SDC_FILE = /design/flow/constraint.sdc
export NUM_CORES = 4
export LEC_CHECK = 1
export CORE_UTILIZATION = 50
```
`./design.v`:
```
module shifter (
  input CLK,      
  output LED,     
  output USBPU,   
  output PIN_1,   
  output PIN_2,   
  output PIN_3,   
  output PIN_4,   
  output PIN_5,   
  input PIN_6     
);
  assign USBPU = 0;
  wire shift_clock;
  reg n_oe = 1;
  wire serial_write;
  wire write_load_clk;
  wire n_read_load_clk;
  wire serial_read;
  assign PIN_1 = shift_clock;
  assign PIN_2 = n_oe;
  assign PIN_3 = serial_write;
  assign PIN_4 = write_load_clk;
  assign PIN_5 = n_read_load_clk;
  assign PIN_6 = serial_read;
  reg [31:0] output_data = 32'h8888060A;
  reg [31:0] input_data = 32'h00000000;
  reg [32:0] shift_data = 0;
  assign serial_write = shift_data[32];
  reg [33:0] write_load_shifter = 0;
  reg [34:0] read_load_shifter = 0;
  reg [66:0] shift_in_en = 67'hFFFFFFFF;
  wire shift_in;
  assign shift_in = shift_in_en[66];
  reg [24:0] counter = 25'h0FFFFFE;
  wire active;
  assign active = counter[24];
  assign LED = active;
  reg shift_clk_enable = 0;
  reg write_load_clk_enable = 0;
  reg read_load_clk_enable = 0;
  reg [4:0] shift_counter = 0;
  wire do_shift;
  assign do_shift = shift_counter[4:0] == 5'b01000;
  assign shift_clock = shift_clk_enable && shift_counter[4];
  assign write_load_clk = write_load_clk_enable && shift_counter[4];
  assign n_read_load_clk = !(read_load_clk_enable && shift_counter[4]);
  always @(posedge CLK) begin
    shift_counter <= shift_counter + 1;
    counter <= counter + 1;
    if (write_load_clk_enable) n_oe <= 0;
  end
  always @(posedge CLK) begin
    shift_clk_enable <= !write_load_shifter[33] && !read_load_shifter[34];
    write_load_clk_enable <= write_load_shifter[33];
    read_load_clk_enable <= read_load_shifter[34];
    if (write_load_clk_enable && do_shift) output_data[31:0] <= ~output_data[31:0];
  end
  always @(posedge CLK) begin
    if (do_shift && active) begin
      shift_data[32:1] <= shift_data[31:0];
      shift_data[0] <= 0;
      write_load_shifter[33:1] <= write_load_shifter[32:0];
      write_load_shifter[0] <= 0;
      read_load_shifter[34:1] <= read_load_shifter[33:0];
      read_load_shifter[0] <= 0;
      shift_in_en[66:1] <= shift_in_en[65:0];
      shift_in_en[0] <= 0;
    end else if (!active) begin
      write_load_shifter[33] <= 0;
      write_load_shifter[32:0] <= 33'h1;
      read_load_shifter[34] <= 0;
      read_load_shifter[33:0] <= 34'h1;
      shift_data[32] <= 0;
      shift_data[31:0] <= output_data[31:0];
      shift_in_en[66:0] <= 67'hFFFFFFFF;
    end
  end
endmodule
```
`./run.sh`:
```
#!/bin/bash
# OpenROAD 26Q1-2900-gdf79404cd8, Yosys 0.63+post, stock flow scripts
make -C /OpenROAD-flow-scripts/flow DESIGN_CONFIG=/design/flow/config.mk WORK_HOME=/design/flow/orfs finish
```
==> flow_metrics.py <==
# Synthesis and PnR figures
metrics = {
    "flow_run": {
        "maxCapViolCount": 0,
        "warnings": 27,
    },
    "finish": {
        "area_growth_pct": 16.0,
        "final_area_um2": 5810,
        "num-fill-cells": 750,
        "comb_area_um2": 1150,
        "final_util": 0.598,
        "seqCellArea_um2": 3670,
        "layout-drive-gt1-share": 0.196,
    },
    "timing": {
        "final.setup.tns_ns": 0,
        "finalSetupViolCount": 0,
        "fin_crit_ns": 2.78,
        "finalHoldViolations": 0,
        "fmax_mhz": 360,
        "drv_slew": 0,
        "rsz0062_at_grt": "no",
        "tightest_slew_ns": 0.777,
        "max_slew_margin": 0.482,
        "min_period_over_period": 0.421,
        "clock_skew_ns": 0.00817,
        "holdWs_ns": 0.376,
    },
    "die": {
        "placementRows": 36,
        "dieArea_um2": 10400,
        "fp_util": 0.515,
        "die_y_um": 102,
        "die_x_um": 102,
        "core_um2": 9730,
        "boundaryPins": 9,
    },
    "drt": {
        "via_per_inst": 4.82,
        "ant_nets": 0,
        "diodes": 0,
        "vias": 2392,
        "dr.pass1.iters": 4,
        "wl_per_cell_um": 12.8,
        "drt_iter0_drc": 140,
        "routed_wl_um": 6370,
        "drc": 0,
    },
    "critical_path": {
        "cpPeakStageDelay_ns": 0.45,
        "slowest_stage": "clkdlybuf4s50_1",
        "path_class": "reg -> out",
        "cp-start-kind": "flip-flop",
        "crit_chain": "and2_1 > clkdlybuf4s50_1",
        "arrival_ns": 1.46,
        "cp.required_ns": 5.28,
        "crit_path_max_fanout": 5,
        "critPathCaptureType": "primary output",
    },
    "synth": {
        "synth_cells": 332,
        "ys_seq_share": 0.733,
        "yosys_cells": 332,
        "syn_avg_cell_area_um2": 15.1,
        "ys_area_um2": 5010,
        "ys.flops": 134,
        "yosys_warnings": 1,
        "synth_area_um2": 5010,
        "yosysUniqueCellTypes": 26,
    },
    "power_and_ir_drop": {
        "ir_worst_vdd_uv": 138,
        "intPower_mw": 1.47,
        "leakage_nw": 2.32,
        "p_comb_frac": 0,
        "p_sw_mw": 0.340,
        "clockPowerShare": 0.507,
        "power.density_nw_per_um2": 312,
        "p_total_mw": 1.81,
        "seqPwrFrac": 0.493,
        "p_sw_frac": 0.188,
    },
    "global_route": {
        "grt_start_max_net_pins": 59,
        "grt_pass1_wl_um": 10800,
        "grt-ovfl-total": 0,
        "grtUsageTotal": 0.143,
        "grt_pass1_vias": 2282,
        "antenna_found_initial": 0,
    },
    "clock_tree": {
        "cts_root_buffer": "clkbuf_8",
        "clock_sinks": 134,
        "cts.path.max_buffers": 2,
        "cts_setup_buffers": 0,
        "cts_buffers": 17,
        "clk_latency_ns": 0.49,
        "postCtsHoldBufs": 0,
        "cts_tree": "yes",
        "cts_htree_levels": 4,
        "clkTransAtPathRegs_ns": 0.06,
        "cts_resized": 0,
    },
    "status": {
        "status": "finished, final reports clean",
    },
    "placed_design": {
        "gp_congestion": 0.702,
        "place_area_um2": 5220,
        "hpwl_um": 3300,
        "port-buffer-count": 6,
    },
    "hold_path": {
        "holdCritPathClass": "reg -> reg",
    },
}
-- Yosys cell counts --
cell	instances	area, um2
edfxtp_1	99	2970
inv_1	37	139
and3_1	35	219
dfxtp_1	35	701
mux2_2	31	349
xnor2_1	18	158
nand2_1	13	48.8
nand3_1	11	55.1
nor2_1	10	37.5
clkbuf_1	8	30.0
xor2_1	8	70.1
nand4_1	6	37.5
and2_1	3	18.8
buf_2	3	15.0
ha_1	3	37.5
nor4_4	2	42.5
and4bb_2	1	12.5
buf_4	1	7.51
conb_1	1	3.75
nand2b_1	1	6.26
nand4_4	1	21.3
nor3_1	1	5.00
nor4_1	1	6.26
o21ai_0	1	5.00
o22ai_1	1	6.26
or2_2	1	6.26
-- routing by layer --
metal / wire length [um] / global-route usage / vias to the layer above
met5: 0 / 0 / -
met4: 41 / 0.0253 / 0
met3: 215 / 0.0369 / 2
met2: 2740 / 0.189 / 31
met1: 3380 / 0.275 / 1154
li1: - / - / 1205
-- through the flow --
stage,cells,setup WS [ns]
2_1_floorplan,333,3.56
3_3_place_gp,464,4.01
3_5_place_dp,464,4.00
4_1_cts,496,3.78
5_1_grt,496,3.73
6_report,496,3.82
-- state kept, by name (all words and copies together), names as in the netlist --
| signal | flops |
|---|---|
| counter | 25 |
| n_oe | 1 |
| output_data | 32 |
| read_load_clk_enable | 1 |
| read_load_shifter | 34 |
| shift_clk_enable | 1 |
| shift_counter | 5 |
| shift_data | 33 |
| write_load_clk_enable | 1 |
| write_load_shifter | 1 |
-- area by class of cell --
type                    count  share of cell area
flip-flops and latches    134               0.632
multi-input cells         150               0.198
repair buffers             10              0.0155
clock inverters            14              0.0301
inverters                  37              0.0239
clock buffers              18              0.0719
well taps                 133              0.0286
-- cell families (layout without fill, tap and decap cells) --
kind of cell | count (synthesis) | count (layout) | share of synthesized area
AOI/OAI and AO/OA | 2 | 2 | 0.00225
xor gates and xnor gates | 26 | 26 | 0.0454
adders and majority gates | 3 | 3 | 0.00749
buffers and inverters | 49 | 79 | 0.0382
DFF | 134 | 134 | 0.733
muxes | 31 | 31 | 0.0697
other | 1 | 2 | 0.000748
and+or+nand+nor | 86 | 86 | 0.103
-- worst paths after layout --
check                                           start                    to  slack, ns  cells after the start
worst min register to register  read_load_shifter[34]  read_load_clk_enable       0.38                      0
worst max-delay path                 shift_counter[4]                 PIN_4       3.82                      2
worst min-delay path            read_load_shifter[34]  read_load_clk_enable       0.38                      0
worst max register to register       shift_counter[0]        shift_data[23]       3.96                      5
-- critical path, delay by kind of cell (launching register included) --
kind	cells	cell delay (ns)
AND/OR/NAND/NOR	1	0.14
buffers and inverters	1	0.45
flip-flops	1	0.38
-- placed cells by master, fill, tap and decap left out --
cell type        Yosys  routed
clkbuf_16            0      16
clkinv_4             0       4
clkinvlp_4           0       2
or2_2                1       1
mux2_2              31      31
nor4_1               1       1
clkinv_1             0       1
and4bb_2             1       1
dfxtp_1             35      35
bufinv_16            0       3
and3_1              35      35
clkdlybuf4s50_1      0       6
edfxtp_1            99      99
xnor2_1             18      18
inv_6                0       3
conb_1               1       2
inv_1               37      37
xor2_1               8       8
o21ai_0              1       1
clkbuf_1             8       1
nor4_4               2       2
nand3_1             11      11
clkbuf_8             0       1
clkinv_2             0       1
nor3_1               1       1
nand2b_2             0       1
nor2_1              10      10
ha_1                 3       3
nand4_4              1       1
o22ai_1              1       1
nand2_1             13      13
and2_1               3       3
buf_4                1       4
nand4_1              6       6
-- power by group through the flow --
stage         registers [mW]  clock network [mW]  logic (mW)
CTS                    0.892               0.938   0.0000694
global route           0.892               0.976   0.0000871
finish                 0.892               0.919   0.0000600
Power figures rest on the tool's default switching activity, not on a simulated workload.
